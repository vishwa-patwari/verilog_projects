--- design/flow/design.v ---
module washing_machine(
  input clk, rst, cycle, supply,
  output reg [2:0] stage
);
  parameter IDEL = 3'b000, FILL = 3'b001, WASH = 3'b010, RINSE = 3'b011, SPIN = 3'b100, DONE = 3'b101;
  parameter FILL_TIME = 3, WASH_TIME = 4, RINSE_TIME = 4, SPIN_TIME = 4;
  reg [15:0] timer;
  reg [2:0] state, next_state;
  always @(posedge clk or posedge rst) begin
    if (rst) begin
      state <= IDEL;
      timer <= 0;
    end else if (!supply) begin
      state <= state; 
      timer <= timer; 
    end else begin
      state <= next_state;
      if (state == next_state) begin
        timer <= timer + 1;
      end else begin
        timer <= 0; 
      end
    end
  end
  always @(*) begin
    next_state = state;
    if (supply) begin
      case (state)
        IDEL: if (cycle) next_state = FILL;
        FILL: if (timer == FILL_TIME - 1) next_state = WASH; 
        WASH: if (timer == WASH_TIME - 1) next_state = RINSE;
        RINSE: if (timer == RINSE_TIME - 1) next_state = SPIN;
        SPIN: if (timer == SPIN_TIME - 1) next_state = DONE;
        DONE: next_state = IDEL;
      endcase
    end
  end
  always @(*) begin
    case (state)
      IDEL: stage = 3'b000;
      FILL: stage = 3'b001;
      WASH: stage = 3'b010;
      RINSE: stage = 3'b011;
      SPIN: stage = 3'b100;
      DONE: stage = 3'b101;
      default: stage = 3'b000;
    endcase
  end
endmodule
--- design/flow/run.sh ---
#!/bin/bash
# OpenROAD 26Q1-2900-gdf79404cd8, Yosys 0.63+post, stock flow scripts
make -C /OpenROAD-flow-scripts/flow DESIGN_CONFIG=/design/flow/config.mk WORK_HOME=/design/flow/orfs finish
--- design/flow/config.mk ---
export PLATFORM = sky130hd
export DESIGN_NAME = washing_machine
export DESIGN_NICKNAME = washing_machine
export VERILOG_FILES = /design/flow/design.v
export SDC_FILE = /design/flow/constraint.sdc
export NUM_CORES = 4
export LEC_CHECK = 1
export CORE_AREA = 10 10 99 99
export DIE_AREA = 0 0 109 109
--- design/flow/constraint.sdc ---
current_design washing_machine

set clk_period 3.1
set clk_io_pct 0.2

create_clock -name clk0 -period $clk_period [get_ports {clk}]

set non_clock_inputs [all_inputs -no_clocks]
set_input_delay [expr $clk_period * $clk_io_pct] -clock clk0 $non_clock_inputs
set_output_delay [expr $clk_period * $clk_io_pct] -clock clk0 [all_outputs]
==> metrics.yaml <==
timing:
  fin_crit_sh: 0.703
  slew_violations: 0
  final.min_clock_period_ns: 2.18
  tightest_slew_ns: 0.721
  finalHoldViolCount: 0
  setup_viol: 0
  setup-tns-final_ns: 0
  max-slew-margin-rel: 0.519
  rsz0062_at_grt: "no"
  max_freq_mhz: 459
  finalClockSkew_ns: 0.000647
synth:
  top_area_cell: "dfrtp_1"
  edf_count: 0
  synth.logic.top_family: "simple AND/OR/NAND/NOR gates"
  synth.area.top_cells: "dfrtp_1 46%, xor2_1 7.6%, nor2_1 6.9%"
  yosys_area_um2: 1040
  syn_inst: 107
  xor_area_frac: 0.118
  common_cells: "19 x dfrtp_1, 19 x nor2_1, 10 x nand2_1"
  ys_types: 31
  synth_area_per_cell_um2: 9.73
  adder_share: 0.0240
  aoi_share: 0.0974
  synth_flops: 19
  synthMuxAreaShare: 0.00962
  syn_area_um2: 1040
  ys_sh_simple: 0.257
  netlist.area_leader.share: 0.457
  synthArstFlopShare: 1.00
  ys_seq_share: 0.457
  synth-warning-count: 1
  ys_dominant_reg_cell: "dfrtp_1"
  ys_cells: 107
grt:
  grt_pass1_vias: 753
  overflow: 0
  grt_max_degree: 20
  grt_pass1_wl_um: 3440
  antenna_found_initial: 0
  globalRouteTotalUtil: 0.0343
cts:
  postCtsSetupRepairBufs: 0
  worstSkewPairLatency_ns: 0.25
  cts_tree: "done"
  cts.htree.levels: 1
  cts_hold_buf: 0
  path_clk_slew_ns: 0.07
  clockBufferDepth: 2
  clock-root-buffer: "clkbuf_8"
  post_cts_resized: 0
  cts.sinks: 19
  cts_made_buffers: 3
placement:
  place_hpwl_um: 1390
  portBuffers: 6
  gp_congestion: 0.831
  placed_cells: 212
detailed_routing:
  drt-initial-drc-count: 56
  antenna_left: 0
  drc_errors: 0
  num_antenna_cells: 0
  vias: 743
  firstDrtPassIters: 4
  wl_per_cell_um: 8.87
  wl_um: 1920
  via_per_inst: 3.44
min_path:
  hp-class: "reg -> reg"
final_layout:
  syn2layout_area_growth_pct: 20.1
  drive_gt1_frac: 0.0702
  final_cells: 216
  final.fill_count: 854
worst_setup_path:
  critical_path_peak_fanout: 13
  startpoint: "supply"
  rrSetupSlack_ns: 1.33
  startpoint_type: "primary input"
  arrival_ns: 2.31
  r2r_start: "timer[3]"
  reg2reg_depth: 5
  r2r_end: "timer[0]"
  worstSetupPathType: "in -> reg"
  cp-endpoint: "timer[11]"
  end_kind: "flip-flop"
  cp.required_ns: 3.23
power:
  intPower_uw: 526
  combPwrFrac: 0.368
  p_seq_frac: 0.425
  power.share.clock: 0.206
  p_switching_uw: 286
  switching_share: 0.352
  p_leak_uw: 0.000549
  worst_ir_drop_vdd_mv: 0.188
  cellPowerDensity_nw_per_um2: 650
flow_run:
  drv_cap: 0
  log.warning_count: 26
run_status:
  outcome: "finished clean"
floorplan:
  fp.dieH_um: 109
  num_rows: 32
  ios: 7
  core_area_um2: 7730
  chipArea_um2: 11900
  initial_core_util: 0.135
  dieWidth_um: 109
final cells by class:
type / instances / area, µm² / area share
inverter: 4 / 15.0 / 0.0120
clock buffer: 4 / 45.0 / 0.0360
multi-input combinational: 81 / 527 / 0.421
tap: 102 / 128 / 0.102
timing repair buffer: 6 / 60.1 / 0.0480
sequential: 19 / 475 / 0.380
worst min path at each step:
stage,start,end,slack [ns],cells after the start
CTS,timer[15],timer[15],0.56,2
finish,timer[15],timer[15],0.55,2
global route,timer[6],timer[6],0.62,2
logic make-up after synthesis:
logic type | count (synthesis)
AOI/OAI and AO/OA | 11
xor gates and xnor gates | 14
adders and majority gates | 2
buffers and inverters | 7
DFF | 19
muxes | 1
and+or+nand+nor | 53
routing by layer:
layer	vias to the layer above	share of wire	wire length, µm	GRT usage
li1	387	-	-	-
met1	351	0.53	1020	0.0481
met2	3	0.43	821	0.0523
met3	2	0.023	45	0.00836
met4	0	0.017	33	0.00753
met5	-	0	0	0
cell usage in the layout, fill, tap and decap left out:
cell	synthesis	routed
and3_1	7	7
and2_1	1	1
xor2_1	9	9
dfrtp_1	19	19
o21a_1	1	1
o221a_4	1	1
nand3_1	2	2
o2111ai_1	1	1
o211a_4	1	1
inv_1	4	4
o22ai_1	1	1
xnor2_1	5	5
nor2b_1	1	1
nor2_1	19	19
mux2i_1	1	1
nand4_1	6	6
o21ai_0	2	2
o211a_1	1	1
ha_1	2	2
and3_2	1	1
clkbuf_1	1	1
a211oi_1	1	1
and4_4	1	1
clkdlybuf4s50_1	0	6
a21oi_1	1	1
and2b_2	1	1
nand2_1	10	10
clkbuf_8	0	3
a32oi_1	1	1
nor4_1	3	3
and4_1	1	1
through the flow:
step | worst slack (ns) | util | hold WS, ns | area [µm²] | power (µW)
final | 0.921 | 0.162 | 0.554 | 1250 | 812
after CTS | 0.918 | 0.162 | 0.559 | 1250 | 824
after detailed placement | 0.661 | 0.156 | 0.539 | 1200 | 654
after global placement | 0.709 | 0.156 | 0.544 | 1200 | 653
after floorplan | 1.52 | - | 0.506 | 1040 | 573
after global routing | 0.762 | 0.162 | 0.619 | 1250 | 879
sequential cells by signal, summed over array words and instances, names as in the netlist:
name,cells
timer,16
state,3
power groups by stage:
stage         registers (µW)  logic [µW]  clock network, µW
finish                   346         299                168
CTS                      345         306                173
global route             355         342                182
worst max-delay path: stages:
cell and delay (ns):
clkdlybuf4s50_1 0.72, nand4_1 0.23, nor2_1 0.34, and3_1 0.23, xnor2_1 0.12, nor2_1 0.06
Power and IR drop assume default switching activity.
