--- /design/flow/config.mk ---
export PLATFORM = sky130hd
export DESIGN_NAME = UART_TX
export DESIGN_NICKNAME = UART_TX
export VERILOG_FILES = /design/flow/design.v
export SDC_FILE = /design/flow/constraint.sdc
export NUM_CORES = 4
export LEC_CHECK = 1
export CORE_AREA = 10 10 90 90
export DIE_AREA = 0 0 100 100
--- /design/flow/constraint.sdc ---
current_design UART_TX

set clk_period 2.2
set clk_io_pct 0.2

create_clock -name clk0 -period $clk_period [get_ports {clock}]

set non_clock_inputs [all_inputs -no_clocks]
set_input_delay [expr $clk_period * $clk_io_pct] -clock clk0 $non_clock_inputs
set_output_delay [expr $clk_period * $clk_io_pct] -clock clk0 [all_outputs]
--- /design/flow/design.v ---
module UART_TX
  #(parameter CLOCKS_PER_BIT = 217)
  (
   input       reset,
   input       clock,
   input       data_valid,
   input [7:0] data_in,
   output reg  transmitting,
   output reg  serial_out,
   output reg  transmission_done
   );
  localparam IDLE         = 2'b00;
  localparam START_BIT    = 2'b01;
  localparam DATA_BITS    = 2'b10;
  localparam STOP_BIT     = 2'b11;
  reg [1:0] state;
  reg [7:0] clock_counter;
  reg [2:0] bit_index;
  reg [7:0] data_to_send;
  always @(posedge clock or negedge reset)
  begin
    if (~reset)
    begin
      state <= IDLE;
      transmitting <= 0;
      serial_out <= 1;
      transmission_done <= 0;
    end
    else
    begin
      transmission_done <= 0;
      case (state)
      IDLE:
        begin
          serial_out <= 1;
          clock_counter <= 0;
          bit_index <= 0;
          if (data_valid)
          begin
            transmitting <= 1;
            data_to_send <= data_in;
            state <= START_BIT;
          end
        end
      START_BIT:
        begin
          serial_out <= 0;
          if (clock_counter < CLOCKS_PER_BIT - 1)
          begin
            clock_counter <= clock_counter + 1;
          end
          else
          begin
            clock_counter <= 0;
            state <= DATA_BITS;
          end
        end
      DATA_BITS:
        begin
          serial_out <= data_to_send[bit_index];
          if (clock_counter < CLOCKS_PER_BIT - 1)
          begin
            clock_counter <= clock_counter + 1;
          end
          else
          begin
            clock_counter <= 0;
            if (bit_index < 7)
            begin
              bit_index <= bit_index + 1; 
              state <= DATA_BITS;  
            end
            else  
            begin
              bit_index <= 0; 
              state <= STOP_BIT; 
            end
          end
        end
      STOP_BIT:  
        begin
          serial_out <= 1;  
          if (clock_counter < CLOCKS_PER_BIT - 1) 
          begin
            clock_counter <= clock_counter + 1; 
          end
          else
          begin
            transmission_done <= 1;  
            clock_counter <= 0; 
            state <= IDLE; 
            transmitting <= 0;  
          end
        end
      default:  
        state <= IDLE;  
      endcase
    end
  end
endmodule
--- /design/flow/run.sh ---
#!/bin/bash
# OpenROAD 26Q1-2900-gdf79404cd8, Yosys 0.63+post, stock flow scripts
make -C /OpenROAD-flow-scripts/flow DESIGN_CONFIG=/design/flow/config.mk WORK_HOME=/design/flow/orfs finish
==> metrics.csv <==
stage,metric,value,unit
status,status,"finished, final reports clean",
placed_design,buffer_ports.inserted,13,
critical_path,timing.critical_path.required,1.76,ns
floorplan,design.die.area,10000,sq um
flow_run,tool_warnings,25,
sta,worst_hold_slack,0.5160,ns
yosys,mux_area_share,3.275,%
yosys,yosysWarnings,1,
yosys,yosys.area_share.adder,2.183,%
cts,ctsResizeCount,0,
cts,cts_setup_buffers,0,
sta,finalClockSkew,0.001684,ns
yosys,synth_flops,26,
cells_and_area,mostFrequentLayoutCells,"edfxtp_1, clkdlybuf4s50_1, nor2_1, nand2_1",
sta,rsz0062_at_grt,false,
yosys,ys_chip_area,1146,sq um
critical_path,critical_path_peak_fanout,1,
sta,fin_crit_sh,76.57,%
cts,worst_skew_pair.late_latency,0.26,ns
floorplan,row_count,29,
global_route,first_global_vias,741,
cells_and_area,drive_above_1_share,10.28,%
routing,drt_iter0_drc,64,
power,totalPowerFinal,0.001287,W
sta,relSlewSlack,71.85,%
critical_path,worstSetupStartpointType,flip-flop,
yosys,synth.cellmix.simpleShare,14.63,%
yosys,number_of_standard_cells_after_synthesis,88,
routing,route.vias.total,728,
routing,total_inserted_antenna_cells,0,
critical_path,cp_slowest_stage_delay,0.53,ns
min_path,worst_hold_path_type,flip-flop to flip-flop,
sta,hold_viol_final,0,
global_route,global_route.overflow_total,0,
cells_and_area,flow.area_growth_from_synthesis,25.00,%
sta,tightestPinTransition,0.4117,ns
floorplan,die_h,100,um
yosys,post_synth_num_cell_types,32,
critical_path,end_kind,primary output,
cts,cts_tree,built,
placed_design,dp_hpwl,1.507,mm
cts,post_cts_hold_buffer_count,0,
routing,post_route_antenna_net_violation_count,0,
sta,setup_violations,0,
yosys,synthesis.area,1146,sq um
cells_and_area,fillCellCount,655,
flow_run,max_cap_violations,0,
critical_path,timing.critical_path.cells,clkdlybuf4s50_1,
cts,cts_made_buffers,3,
sta,fin_setup_tns,0,ns
global_route,antenna_found_initial,0,
critical_path,worstSetupPathType,flip-flop to primary output,
routing,routedWlPerCell,11.11,um
placed_design,rd_place_congestion,0.7180,
yosys,synth_area_per_cell,13.02,sq um
yosys,synthDominantAreaCellType,edfxtp_1,
yosys,synth.comb.largest_family,simple AND/OR/NAND/NOR gates,
critical_path,critical-path-top-delay-family,flip-flops,
global_route,grt_util_all_layers,4.109,%
yosys,synth-main-ff-cell,edfxtp_1,
floorplan,floorplan.core_area,6277,sq um
sta,slew_viols_final,0,
yosys,top_area_share,49.78,%
routing,drt-vias-per-instance,3.957,
routing,drt-pass1-iter-count,4,
power,power.density_cell_area,898.3,nW/um^2
cts,cts.sink_count,26,
yosys,synth-edff-count,19,
yosys,synth_seq_share,65.28,%
floorplan,die.size.x,100,um
yosys,synth_xor_xnor_area_share,2.293,%
yosys,synthAoiAreaFrac,11.35,%
yosys,topCellsByArea,"edfxtp_1, dfrtp_1, dfstp_2",
yosys,yosys_cell_count,88,
power,vdd_ir_drop_max,0.2966,mV
cts,cts_max_path_buffers,2,
routing,drc,0,
floorplan,io_pins,14,
cells_and_area,layout_top_cell,edfxtp_1,
cts,worst_setup_hold_path_clk_slew,0.08,ns
routing,route.final.wire_length,2.044,mm
cells_and_area,utilization,22.82,%
critical_path,arrival,1.24,ns
global_route,grt_pass1_wl,3.436,mm
sta,post-route-min-period,1.684,ns
sta,max_clock_freq,593.7,MHz
cts,cts_max_level,1,
cts,clockRootBuffer,clkbuf_8,
critical_path,path_buffers,1,
floorplan,floorplanUtilization,18.26,%
global_route,grt_start_max_net_pins,17,
yosys,synthArstFlopShare,26.92,%
power,total_leakage_power,0.5005,nW
critical_path,critPathSlowestCell,dfstp_2,
==> routing by layer <==
metal	routed length (um)	part of all wire [%]	GRT usage [%]
met5	0	0	0
met4	37	1.8	0.8696
met3	78	3.8	1.041
met2	960	47	6.222
met1	967	47	5.888
==> cell type report <==
type	instances	area, sq um	share of cell area, %
clock buffer	4	45.04	3.144
timing repair buffer	15	145.1	10.13
multi-input combinational	59	386.6	26.99
inverter	3	11.26	0.7860
tap	77	96.34	6.725
sequential	26	748.2	52.23
==> state kept, by name, indices dropped and copies added, names as in the netlist <==
register / cells
transmitting: 1
state: 4
data_to_send: 8
transmission_done: 1
serial_out: 1
clock_counter: 8
bit_index: 3
==> synth_stat cells (2+ instances only) <==
cell type / instances
xor2_1: 2
o41ai_1: 2
nand3_1: 4
nor2b_1: 3
o21ai_0: 5
inv_1: 3
ha_1: 2
edfxtp_1: 19
dfrtp_1: 5
dfstp_2: 2
a21oi_1: 4
or3_1: 2
and3_1: 2
nand2_1: 6
nor2_1: 8
nor3_1: 3
==> final timing paths <==
check	end	slack [ns]	startpoint	depth (start not counted)
worst min-delay path	state[1]$_DFF_PN0_	0.52	state[2]$_DFF_PN0_	1
max in group asynchronous	serial_out$_DFF_PN1_	1.43	reset	2
worst max-delay path	serial_out	0.52	serial_out$_DFF_PN1_	1
min in group asynchronous	transmission_done$_DFF_PN0_	0.53	reset	2
worst max register to register	clock_counter[7]$_SDFFCE_PP0P_	0.68	clock_counter[3]$_SDFFCE_PP0P_	4
worst min register to register	state[1]$_DFF_PN0_	0.52	state[2]$_DFF_PN0_	1
==> through the flow <==
| stage | worst slack, ns | std cells | area, sq um |
|---|---|---|---|
| after floorplan | 0.7009 | 88 | 1146 |
| after global placement | 0.5012 | 180 | 1388 |
| after detailed placement | 0.4621 | 180 | 1388 |
| after CTS | 0.4910 | 184 | 1433 |
| after global routing | 0.4732 | 184 | 1433 |
| final | 0.5156 | 184 | 1433 |
==> worst register-to-register path: cells and delay by family (launching register included) <==
family / cells / cell delay [ns]
buf+inv: 1 / 0.19
flops: 1 / 0.47
compound gates: 3 / 0.75
==> cells by family after synthesis <==
| group | after synthesis |
|---|---|
| and+or+nand+nor | 33 |
| adders and majority gates | 2 |
| muxes | 2 |
| xor gates and xnor gates | 3 |
| AOI/OAI and AO/OA | 19 |
| DFF | 26 |
| buffers and inverters | 3 |
==> where the power goes <==
part           switching [W]  leakage [nW]  internal (W)
logic               0.000156         0.215      0.000145
clock network       0.000133        0.0228      0.000129
registers          0.0000755         0.263      0.000648
Power and IR drop assume default switching activity.
