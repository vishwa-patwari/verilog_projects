<file path="/design/flow/design.v">
module async_fifo #( parameter WIDTH =32 , DEPTH = 8 , ADDR =4) (
input wr_clk ,
input rst_n ,
input rd_clk ,
input wr ,
input rd ,
input [WIDTH-1:0] din ,
output reg [WIDTH-1:0] dout ,
output empty ,
output full );
reg [ADDR-1:0]wr_ptr_b,rd_ptr_b,wr_ptr_g_s1,wr_ptr_g_s2,rd_ptr_g_s1,rd_ptr_g_s2;
wire  [ADDR-1:0]wr_ptr_g,rd_ptr_g;
reg [WIDTH-1:0] mem [DEPTH-1:0];
always@(posedge wr_clk or negedge rst_n)begin 
if(!rst_n) begin wr_ptr_b <= 0; end
else begin
  if(wr && !full)begin 
  mem[wr_ptr_b[2:0]] <= din;
  wr_ptr_b <= wr_ptr_b + 1;
  end
end
end
always@(posedge rd_clk or negedge rst_n)begin 
if(!rst_n) begin rd_ptr_b <= 0; dout <= 0; end
else begin
  if(rd && !empty)begin 
  dout <= mem[rd_ptr_b[2:0]]; 
  rd_ptr_b <= rd_ptr_b + 1;
  end
end
end
assign wr_ptr_g = wr_ptr_b ^ (wr_ptr_b >>1);
assign rd_ptr_g = rd_ptr_b ^ (rd_ptr_b >>1);
always@(posedge rd_clk or negedge rst_n)begin
if(!rst_n) begin wr_ptr_g_s1 <= 0;  wr_ptr_g_s2 <= 0;end
else begin 
wr_ptr_g_s1 <= wr_ptr_g;
wr_ptr_g_s2 <= wr_ptr_g_s1;
end
end
always@(posedge wr_clk or negedge rst_n)begin
if(!rst_n) begin rd_ptr_g_s1 <= 0;  rd_ptr_g_s2 <= 0;end
else begin 
rd_ptr_g_s1 <= rd_ptr_g;
rd_ptr_g_s2 <= rd_ptr_g_s1;
end
end
assign empty = (wr_ptr_g_s2 == rd_ptr_g);
assign full = (wr_ptr_g == { ~rd_ptr_g_s2 [ADDR-1:ADDR-2] , rd_ptr_g_s2 [ADDR-3:0]});
endmodule
</file>
<file path="/design/flow/config.mk">
export PLATFORM = sky130hd
export DESIGN_NAME = async_fifo
export DESIGN_NICKNAME = async_fifo
export VERILOG_FILES = /design/flow/design.v
export SDC_FILE = /design/flow/constraint.sdc
export NUM_CORES = 4
export LEC_CHECK = 1
export CORE_UTILIZATION = 40
</file>
<file path="/design/flow/constraint.sdc">
current_design async_fifo

set clk_period 8.3
set clk_io_pct 0.2

create_clock -name clk0 -period $clk_period [get_ports {rd_clk}]
create_clock -name clk1 -period $clk_period [get_ports {wr_clk}]

set non_clock_inputs [all_inputs -no_clocks]
set_input_delay [expr $clk_period * $clk_io_pct] -clock clk0 $non_clock_inputs
set_output_delay [expr $clk_period * $clk_io_pct] -clock clk0 [all_outputs]
</file>
<file path="/design/flow/run.sh">
#!/bin/bash
# OpenROAD 26Q1-2900-gdf79404cd8, Yosys 0.63+post, stock flow scripts
make -C /OpenROAD-flow-scripts/flow DESIGN_CONFIG=/design/flow/config.mk WORK_HOME=/design/flow/orfs finish
</file>
==> run summary <==
fresh numbers from the pnr run: clock-pin slew on the worst setup and hold paths=0.07 ns, CP bufs+invs=2, Filler cells=2300, slowest CP cell=clkdlybuf4s50_1, Least-Margin Pin Slew=0.774 ns, tool warnings=36, YS chip area=0.0117 sq mm, Detailed Route Iter0 Violations=355, CP Cell Sequence=inv_1, ha_1, xor2_1, nor4_1, clkdlybuf4s50_1, Final Power=5.00 mW, DR vias=6359, total die size=0.0300 sq mm, Setup CP Type=flip-flop to output pin, Leakage=4.73 nW, P per Cell Area=360 mW/mm^2, initial antenna violation count=0, top cells by count=edfxtp_1 (256), dfrtp_1 (56), a22o_1 (55), clk sinks=312, ys flops=312, setup tns final=0 ns, Synth top cell by count=edfxtp_1, delay-heaviest family, CP=buffers and inverters, fin cells=1137, Remaining DRCs=0, critical path endpoint category=output pin, Ports=71, CTS tree=yes, cell area after layout=0.0139 sq mm, CTS Hold Bufs=0, Post-CTS Setup Inserts=0, Hold Vio Cnt, Final=0, vias in the first global route=6998, Layout area overhead=18.6%, die height=173 um, PortBufs=69, Die Span X=173 um, Worst Skew=0.00830 ns, Top FF cell, synth=edfxtp_1, gpl congestion=0.779, max-cap viol count=0, post-layout util=0.483, grt ovf=0, max incr delay on CP=0.51 ns, Hold Slack=0.266 ns, maximum fanout along the worst path=5, vias per cell=5.59, largest net degree at the start of global routing=65, first-pass GRT wire length=39.7 mm, DRT Wirelength=25.2 mm, ANT cells=0, outcome=complete, no violations, placed insts=1078, floorplan utilization=0.407, asr flop ratio synth=0.179, cell type with the largest total area=edfxtp_1, Setup violations, final=0, post-cts sizing count=0, Mapped Cells=651, maximum VDD drop=0.218 mV, Hold/Removal Path Class=flip-flop to flip-flop, Synth area leaders=edfxtp_1 (66%), dfrtp_1 (12%), a22o_1 (4.1%), a32o_1 (2.7%), a221oi_1 (2.4%), post-DP HPWL=13.8 mm, Pins Over Slew Limit=0, Synthesis Warnings=2, share of cells above drive strength 1=0.0983, Initial DRT Pass Iterations=4, GRT Overall Usage=0.189, post-route setup slack=4.24 ns, post-synthesis sequential area ratio=0.776, pre-CTS setup slack=4.63 ns, cell area after synthesis=0.0117 sq mm, Area leader share=0.656, Synth Area per Inst=18.0 sq um, critical path arrival=2.40 ns, core region area=0.0288 sq mm, RSZ-0062 raised after global routing=false, Req. time, crit path=6.64 ns, # rows=62, Yosys cell types=34, ys cells=651, Rel. slew slack=0.484, post-route ant nets=0, Area after DPL=0.0128 sq mm, CP Launch Type=flip-flop, EDFF count, synth=256, routed len/inst=22.2 um
[worst paths after layout]
check                                    start        endpoint  slack, ns  cells after the start
worst min register to register     rd_ptr_b[3]  rd_ptr_g_s1[3]       0.27                      0
max in group clk1                           wr      mem[2][28]       5.11                      5
min in group clk0               wr_ptr_g_s1[1]  wr_ptr_g_s2[1]       0.36                      0
min in group asynchronous                rst_n         dout[2]       1.33                      1
worst max register to register     rd_ptr_b[2]         dout[8]       5.00                      7
max in group asynchronous                rst_n        dout[25]       6.05                      2
worst min-delay path               rd_ptr_b[3]  rd_ptr_g_s1[3]       0.27                      0
worst max-delay path               wr_ptr_b[0]            full       4.24                      5
[power by group]
group	internal (mW)	total, mW	switching [mW]
Clock	0.841	1.43	0.592
Sequential	1.95	2.08	0.126
Combinational	0.656	1.49	0.833
Total	3.45	5.00	1.55
[cells by family after synthesis]
kind of cell,Yosys count,synth area share
DFF,312,0.776
AOI/OAI and AO/OA,196,0.144
buffers and inverters,57,0.0214
and+or+nand+nor,46,0.0207
adders and majority gates,16,0.0171
xor gates and xnor gates,13,0.0109
muxes,11,0.0104
[placed cells by master (no fill, tap or decap), types with 4 or more instances in the layout]
master / n
edfxtp_1: 256
clkdlybuf4s50_1: 68
dfrtp_1: 56
a22o_1: 55
clkbuf_16: 34
a221oi_1: 32
o21a_1: 32
a32o_1: 32
a22oi_1: 26
nand3_1: 25
buf_4: 22
ha_1: 16
mux2_1: 9
clkinv_1: 9
inv_1: 7
o211ai_1: 7
xor2_1: 6
xnor2_1: 6
and3_1: 6
a32oi_1: 6
clkbuf_1: 6
and2_1: 4
[worst reg2reg max path: cells and delay by family, from the launching register on]
family,cells,cell delay [ns]
buffers and inverters,3,1.28
AND-OR/OR-AND,2,0.58
flip-flops,1,0.44
AND/OR/NAND/NOR,1,0.60
adder cells (fa/ha/maj),1,0.30
[per-layer routing]
layer	track usage	part of all wire	up-vias
li1	-	-	2839
met1	0.263	0.39	3143
met2	0.280	0.47	342
met3	0.110	0.12	35
met4	0.0321	0.021	0
met5	0	0	-
[state kept, by name (all words and copies together) (netlist names)]
name,cells
mem,256
rd_ptr_g_s1,4
wr_ptr_g_s1,4
rd_ptr_g_s2,4
wr_ptr_g_s2,4
dout,32
rd_ptr_b,4
wr_ptr_b,4
[cell type report]
cell class / instances / area, sq um / share of cell area
Timing Repair Buffer: 91 / 851 / 0.0612
Inverter: 9 / 33.8 / 0.00243
Clock buffer: 40 / 873 / 0.0628
Sequential cell: 312 / 9090 / 0.654
Tap cell: 384 / 480 / 0.0346
Clock inverter: 19 / 176 / 0.0127
Multi-Input combinational cell: 282 / 2400 / 0.172
No activity file was given, so power comes from the tool's default toggle rates.
